**flow/constraint.sdc**
```tcl
current_design ProcessorStatusRegister

set clk_period 1.0
set clk_io_pct 0.2

create_clock -name clk0 -period $clk_period [get_ports {clk}]

set non_clock_inputs [all_inputs -no_clocks]
set_input_delay [expr $clk_period * $clk_io_pct] -clock clk0 $non_clock_inputs
set_output_delay [expr $clk_period * $clk_io_pct] -clock clk0 [all_outputs]
```
**flow/design.v**
```verilog
module ProcessorStatusRegister(
  newstatus,   
  status,      
  preset,      
  clk          
);
  parameter status_width = 5;
  input wire[status_width-1:0] newstatus;
  input wire preset, clk;
  output wire[status_width-1:0] status;
  reg[status_width-1:0] psr;  
  always @(posedge clk) begin
    if (preset)
      psr <= 5'b00000;
    else
      psr <= newstatus;
  end
  assign status = psr;
endmodule  
```
**flow/config.mk**
```make
export PLATFORM = sky130hd
export DESIGN_NAME = ProcessorStatusRegister
export DESIGN_NICKNAME = ProcessorStatusRegister
export VERILOG_FILES = /design/flow/design.v
export SDC_FILE = /design/flow/constraint.sdc
export NUM_CORES = 4
export LEC_CHECK = 1
export CORE_AREA = 10 10 70 70
export DIE_AREA = 0 0 80 80
```
**flow/run.sh**
```bash
#!/bin/bash
# OpenROAD 26Q1-2900-gdf79404cd8, Yosys 0.63+post, stock flow scripts
make -C /OpenROAD-flow-scripts/flow DESIGN_CONFIG=/design/flow/config.mk WORK_HOME=/design/flow/orfs finish
```
==> run notes <==
The flow ran to the end, and the final reports show no timing, DRC or antenna violations. Detailed-route DRC error count: 0. The worst setup path is launched from a register. The net switching power of the design came out at 0.0911 mW. Routing resource usage on met3 recorded by global route was 1.93%. The count of distinct cell types in the synthesized netlist is 2, and the worst-margin pin slew is 0.156 ns.

The run gives 0.114 nW for the leakage power figure. After routing, the total negative slack on setup checks comes to 0 ns. By area the synthesized netlist is led by dfxtp_1 76%, nor2b_1 24%. Per the placement report, the placed cell count is 67. Combinational logic is responsible for 9.7% of the overall power. Sequential cells account for 43.8% of the total power. The clock root buffer master was clkbuf_4. The number of warning messages in the logs works out to 25. The tools report the area of the core region as 0.00342 sq mm. STA classifies the critical path endpoint as a primary output.

On the critical path, the stage with the largest delay is an instance of dfxtp_1. The logs give 0 for the number of buffers inserted by post-CTS setup repair and 89.6% for the worst-case headroom to the max-slew limit. The total number of yosys warnings came out at 1.

The area growth from synthesis to layout is 144%. The average vias per placed instance came out at 1.61. For the pin count of the biggest net entering global routing, the log shows 6. The worst-case IR drop observed on VDD is 0.000549 V. The worst min-delay path class was input port to register.

Setup repair after global routing left no endpoint under its margin. The critical path goes through clkdlybuf4s15_1. The top cell type's share of synthesized area is 76.2%. Of the available clock period, the critical path in the final layout requires 96.0%.

CTS added clock buffers totalling 3. STA shows the worst min-delay path finishing at psr[3]. The global-route congestion overflow total was 0; the final wirelength was 493 um. Internal power comes to 0.397 mW.

The initialized floorplan defines 21 standard-cell rows. Hold-check failures listed in the final report amount to 0. The first global-routing pass estimated 779 um of wire.

Dividing total power by cell area gives a power density of 1530 mW/mm^2. The power report shows net switching accounting for 18.7% of the total. The run gives 131 sq um for the post-synth area from yosys stat.

Largest register by flop count: psr. The run gives 12 as the number of placed I/O pins. In this run the tool buffered the top-level ports with 11 buffer cells. Clock tree synthesis found a total of 5 sinks. The run gives 1 as the length of the first detailed-routing pass in iterations. The mean post-synth cell area is 13.1 sq um, and the biggest cell delay along the critical path is 0.32 ns. Hold path startpoint: newstatus[3]. Summed over all routing layers, the global router reports a total usage of 1.67%. The register with the most flip-flops in the layout has 5 of them. The placed standard-cell area is 299 sq um.

Global routing consumed, on the met2 layer, 1.28% of the routing resources. The share of layout cells above drive strength 1 is 16.0%. The worst hold path passes through 2 cells.

Number of global-route vias before repair: 156. The highest clock rate this design can be run at is 1.04 GHz. The initial antenna violation count is 0, and the number of filler cells placed in the layout is 407.

The global routing stage identified its most utilized layer as met1. The yosys cell count is 10, and the clock period minus final worst setup slack is 0.960 ns. Cell taking the most area after synthesis: dfxtp_1. The tool flagged a number of max-cap violations equal to 0. Count of H-tree levels built during CTS: 1. Global routing consumed, on the met1 layer, 2.52% of the routing resources. The clock passes through at most 2 buffers. The critical path class is register to primary output.

For this run, the script counts the antenna cells in the layout as 0. After synthesis the netlist holds a flip-flop and latch count of 5. The registers reported with the highest flop counts are psr x5. The routed layout has 114 vias. Per the finish-stage timing summary, setup violations number 0. For the instance tally after logic synthesis, the log shows 10.

The floorplan step set the die height to 80 um. In this run the cell area of the synthesized design comes to 131 sq um. For the global placement routability congestion, the log shows 0.648. Leaving out fill and tap cells, the most frequent cell in the layout is clkdlybuf4s50_1. The die width works out to 80 um. TritonCTS built the clock tree. Register clock-pin slew on the reported worst setup and hold paths: 0.04 ns. Per the cell usage report, the commonest logic cells after layout are 6 x clkdlybuf4s50_1, 5 x nor2b_1, 5 x dfxtp_1.

With the wire length per cell after detailed routing at 6.94 um, the register area share after synthesis is 76.2%. Per the final report, max-transition violations number 0. In this run, the number of DRC markers left after iteration 0 of detailed routing was 0.

Buffering stage count on the worst path with inverters included: 1. The number of antenna-violating nets in the routed design came out at 0. The clock group share of total power was 46.4%; the count of non-filler cells in the finished layout was 71.

The logs give 0.80 ns for the required time of the critical path and 3.85% for the starting utilization of the core area. Biggest fanout along the worst timing path: 1. The final report gives the standard cell area, fillers excluded, as 320 sq um.

Among cell families on the critical path, the largest total delay comes from flip-flops. The run gives 0.76 ns for the signal arrival time at the worst endpoint. In this run the full chip footprint comes out at 0.00640 sq mm.
[what timing repair did]
| item | 4_1_cts | 5_1_grt |
|---|---|---|
| hold buffers | 0 | 0 |
| setup endpoints to repair | 5 | 5 |
| gates resized | 5 | 6 |
[per-stage QoR]
step	power, mW	hold WS, ns	setup slack [ns]	utilization, %
detailed placement	0.272	0.767	0.00164	8.75
CTS	0.498	0.515	0.00376	9.34
floorplan	0.220	0.272	0.538	-
global placement	0.271	0.764	0.0124	8.75
finish	0.489	0.521	0.0398	9.38
global route	0.520	0.525	0.0116	9.38
[power groups by stage]
| stage | Clock (mW) | Sequential (mW) | Combinational, mW |
|---|---|---|---|
| final | 0.227 | 0.214 | 0.0475 |
| after CTS | 0.237 | 0.214 | 0.0472 |
| after global routing | 0.252 | 0.215 | 0.0528 |
[synth_stat cells]
master,number
dfxtp_1,5
nor2b_1,5
[kinds of logic (layout without fill, tap and decap cells)]
logic type             Yosys count  in the layout  synth area share, %
DFF                              5              5                 76.2
buffers and inverters            0             15                    0
and+or+nand+nor                  5              5                 23.8
[metal layers]
metal	share of wire [%]	wire length, um	vias to the layer above
li1	-	-	61
met4	0	0	0
met1	66	327	41
met2	16	80	12
met3	17	86	0
met5	0	0	-
[how the worst max path moves through the flow]
stage,slack (ns),depth (start not counted),startpoint,to
4_1_cts,0.004,1,psr[3],status[3]
5_1_grt,0.01,1,psr[3],status[3]
6_report,0.04,1,psr[3],status[3]
[cell type report]
class | count | area (sq um) | area share, %
sequential | 5 | 100 | 31.3
tap | 46 | 57.6 | 18.0
multi-input combinational | 5 | 31.3 | 9.77
timing repair buffer | 11 | 105 | 32.8
clock buffer | 4 | 26.3 | 8.20
No activity file was given, so power comes from the tool's default toggle rates.
