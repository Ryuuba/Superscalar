## constraint.sdc

```tcl
current_design WriteBack

set clk_period 1.4
set clk_io_pct 0.2

create_clock -name clk0 -period $clk_period [get_ports {clk}]

set non_clock_inputs [all_inputs -no_clocks]
set_input_delay [expr $clk_period * $clk_io_pct] -clock clk0 $non_clock_inputs
set_output_delay [expr $clk_period * $clk_io_pct] -clock clk0 [all_outputs]
```

## design.v

```verilog
module WriteBack(
  ctrlword,  
  dp0,       
  dp1,       
  res0,      
  res1,      
  addr0,     
  addr1,     
  data0,     
  data1,     
  clk        
);
  parameter addrsize = 5;
  parameter width = 16;
  input wire[4:0] ctrlword;  
  input wire[addrsize-1:0] dp0, dp1;
  input wire[width-1:0] res0, res1;
  input wire clk;
  output wire[addrsize-1:0] addr0, addr1;
  output wire[width-1:0] data0, data1;
  reg[addrsize-1:0] ar0, ar1;  
  reg[width-1:0] rr0, rr1;     
  always @(posedge clk) begin
    if (ctrlword[4])  
      ar1 <= (ctrlword[0]) ? dp0 : dp1;
    if (ctrlword[3])  
      ar0 <= (ctrlword[0]) ? dp1 : dp0;
    if (ctrlword[2])
      rr1 <= res1;
    if (ctrlword[1])
      rr0 <= res0;
  end
  assign addr0 = ar0;
  assign addr1 = ar1;
  assign data0 = rr0;
  assign data1 = rr1;
endmodule  
```

## config.mk

```make
export PLATFORM = sky130hd
export DESIGN_NAME = WriteBack
export DESIGN_NICKNAME = WriteBack
export VERILOG_FILES = /design/flow/design.v
export SDC_FILE = /design/flow/constraint.sdc
export NUM_CORES = 4
export LEC_CHECK = 1
export CORE_UTILIZATION = 30
```

## run.sh

```bash
#!/bin/bash
# OpenROAD 26Q1-2900-gdf79404cd8, Yosys 0.63+post, stock flow scripts
make -C /OpenROAD-flow-scripts/flow DESIGN_CONFIG=/design/flow/config.mk WORK_HOME=/design/flow/orfs finish
```

==> impl_metrics.tcl <==
# flow metrics
set metrics [dict create \
    timing_hold_violations_final 0 \
    io_pins 90 \
    seq_power_share_pct 58.4 \
    ys_seq_share_pct 88.65 \
    power_switching_share_pct 18.14 \
    tritoncts "done" \
    grt.total_usage_pct 12.29 \
    clock_tree.buffer_depth 2 \
    total_number_of_warnings_across_the_stage_logs 25 \
    cp_data_required_time_ns 1.12 \
    drtIter0Drc 36 \
    cpMaxStageDelayCell "sky130_fd_sc_hd__clkdlybuf4s50_1" \
    netlist-cell-type-count 3 \
    n_antenna_cell 0 \
    worst_slew_margin_rel_pct 83.21 \
    clock-sinks 42 \
    fp-row-count 24 \
    dpl-instance-area_sq_um 2427 \
    dieArea_sq_um 5021 \
    cts.htree.levels 2 \
    crit_fanout 1 \
    place_ws_ns -0.1044 \
    via_count 869 \
    worstHoldPathType "in -> reg" \
    synth_flops 42 \
    yosys.stat.chipArea_sq_um 1423 \
    dr.pass1.iters 9 \
    die_h_microns 70.86 \
    maximum_resistive_drop_on_vdd_mv 0.4445 \
    clockRootBuffer "sky130_fd_sc_hd__clkbuf_8" \
    unrepaired_setup_endpoints_after_global_routing "false" \
    timing.hold.worst.start "res0[5]" \
    cp.arrival_ns 1.07 \
    number_of_synthesis_warnings 1 \
    syn2layout_area_growth_pct 81.35 \
    cts_repair_resize_count 0 \
    critical-path-top-delay-family "buffers and inverters" \
    min_to "rr0[5]$_DFFE_PP_" \
    grt.overflow.total 0 \
    total_switching_power_mw 0.4727 \
    combinationalPowerShare_pct 14.0 \
    chipWidth_microns 70.86 \
    clk_pin_slew_worst_paths_ns 0.07 \
    placement.io_buffers 89 \
    setup_fix_buffers_added_after_clock_tree_synthesis 0 \
    grt_first_pass_wirelength_microns 4395 \
    holdBufCountCts 0 \
    total_leakage_power_nw 1.158 \
    detail_route.drc_violations 0 \
    status "complete, no violations" \
    hold-path-cell-count 1 \
    worst-slew-pin-transition_ns 0.2511 \
    antenna_violating_nets_post_route 0 \
    crit_type "reg -> out" \
    finalWirelength_microns 2844 \
    crit_buf_inv 1 \
    gp_congestion 0.7344 \
    timing.max_cap.violations 0 \
    critical_path_cell_by_cell "clkdlybuf4s50_1" \
    powerDensity_nw_per_um2 1010 \
    netlist_area_sq_um 1423 \
    cts_made_buffers 5 \
    ys_cells 53 \
    internal-power_mw 2.133 \
    min_period_over_period_pct 96.39 \
    postSynthCellCount 53 \
    power.total_mw 2.606 \
    setup_viol 0 \
    grt_antenna_before_repair 0 \
    synth.avg_cell_area_sq_um 26.84 \
    final.setup.worst_slack_ns 0.05048 \
    setup.worst_path.end_class "output pin" \
    wl_per_cell_microns 13.94 \
    finalCriticalPeriod_ns 1.350 \
    max_slew_violation_count 0 \
    hold_ws_ns 0.5472 \
    share_clk_of_total_power_pct 27.6 \
    floorplan.core_area_sq_um 4444 \
    stdcell_area_sq_um 2580 \
    grt_pass1_vias 847 \
    max_freq_ghz 0.7410 \
    grt_max_degree 17 \
    setup.worst_path.start_class "register" \
    ratio_of_cells_with_drive_above_1_in_the_final_layout_pct 13.16 \
    worst_path_largest_cell_delay_ns 0.46 \
    initial_utilization_pct 32.01 \
    drt-vias-per-instance 4.260 \
]
==> layout make-up <==
type | count | area, sq um
clock buffers | 5 | 68.82
clock inverters | 3 | 16.27
fillers | 349 | 1864
multi-input cells | 10 | 150.1
flip-flops and latches | 42 | 1261
well taps | 52 | 65.06
repair buffers | 92 | 1018
==> metal layers <==
metal / part of all wire [%] / vias to the layer above / global-route usage (%) / wire (microns)
met5: 0 / - / 0 / 0
met4: 2.1 / 0 / 2.000 / 59
met3: 10 / 5 / 4.624 / 287
met2: 47 / 59 / 19.55 / 1330
met1: 41 / 399 / 17.68 / 1166
li1: - / 406 / - / -
==> worst max-delay path by stage <==
stage / startpoint / end / cells past startpoint / slack [ns]
finish: ar1[4]$_DFFE_PP_ / addr1[4] / 1 / 0.05
global route: ar1[4]$_DFFE_PP_ / addr1[4] / 1 / 0.0005
CTS: rr1[11]$_DFFE_PP_ / data1[11] / 1 / 0.004
==> power groups by stage <==
stage                 clock network, mW  logic (mW)  registers, mW
after CTS                         0.752       0.394           1.53
after global routing              0.827       0.391           1.53
final                             0.719       0.366           1.52
==> cells by family after synthesis <==
| logic type | after synthesis | synth area share, % |
|---|---|---|
| flip-flops | 42 | 88.65 |
| multiplexers | 10 | 10.55 |
| buffers and inverters | 1 | 0.7915 |
==> synth_stat cells, drive strengths merged <==
cell type	number	area share, %
edfxtp	42	89
mux2	10	11
buf	1	0.79
==> stage by stage <==
stage	util [%]	instances	setup TNS (ns)
3_3_place_gp	54.62	196	-0.8970
4_1_cts	56.53	204	0
6_report	58.05	204	0
5_1_grt	58.05	204	0
2_1_floorplan	-	53	0
3_5_place_dp	54.62	196	-1.012
==> flip-flops by register name, indices dropped and copies added (netlist names) <==
name,cells
rr1,16
ar1,5
rr0,16
ar0,5
==> cell usage in the layout (no fill, tap or decap), drive strengths merged <==
cell / Yosys / layout
buf: 1 / 3
clkbuf: 0 / 5
clkdlybuf4s50: 0 / 62
clkinv: 0 / 2
clkinvlp: 0 / 1
dlymetal6s2s: 0 / 27
edfxtp: 42 / 42
mux2: 10 / 10
Power figures rest on the tool's default switching activity, not on a simulated workload.
