===== /design/flow/run.sh =====
#!/bin/bash
# OpenROAD 26Q1-2900-gdf79404cd8, Yosys 0.63+post, stock flow scripts
make -C /OpenROAD-flow-scripts/flow DESIGN_CONFIG=/design/flow/config.mk WORK_HOME=/design/flow/orfs finish

===== /design/flow/config.mk =====
export PLATFORM = sky130hd
export DESIGN_NAME = Predictor
export DESIGN_NICKNAME = Predictor
export VERILOG_FILES = /design/flow/design.v
export SDC_FILE = /design/flow/constraint.sdc
export NUM_CORES = 4
export LEC_CHECK = 1
export CORE_AREA = 10 10 70 70
export DIE_AREA = 0 0 80 80

===== /design/flow/constraint.sdc =====
current_design Predictor

set clk_period 4.0
set clk_io_pct 0.2

create_clock -name clk0 -period $clk_period

set non_clock_inputs [all_inputs -no_clocks]
set_input_delay [expr $clk_period * $clk_io_pct] -clock clk0 $non_clock_inputs
set_output_delay [expr $clk_period * $clk_io_pct] -clock clk0 [all_outputs]

===== /design/flow/design.v =====
module Predictor(
  workload0,     
  workload1,     
  prediction     
);
  parameter width = 16;
  input wire[width-1:0] workload0, workload1;
  output reg[1:0] prediction;
  always @(*) begin
    if (workload0 > workload1)
      prediction = 2'b10;  
    else if (workload0 == workload1)
      prediction = 2'b11;  
    else
      prediction = 2'b01;  
  end
endmodule  

==> impl_metrics.ini <==
; generated from flow reports
[finish]
flops = 0
fin_cells = 140
clkbuf_count = 0
flop_area_sq_um = 0
areaGrowthSynthToFinish_pct = 90.86
final_core_util_pct = 24.47
drive_above_1_share_pct = 5.319

[route]
drc = 0
route.met2.wl_um = 539
via_per_inst = 3.436
routed.top_layer = met3
drtIter0Drc = 7
met1_length_um = 585
dr_wl_met3_um = 162
wl_per_cell_um = 9.193
firstDrtPassIters = 3
diodes = 0
vias = 481
ant_nets = 0
drt_wl_total_um = 1287

[logic_synthesis]
ys_types = 18
simple_gate_area_share_pct = 18.57
netlist_instances = 60
logic_family = adder cells
mux_share_pct = 0
yosys_warnings = 1
synthAdderAreaFrac_pct = 45.71
compound_area_share_pct = 21.14
synth_seq_share_pct = 0
ys_chip_area_sq_um = 437.9
syn_area_sq_um = 437.9
ys_cells = 60
syn_avg_cell_area_sq_um = 7.299
xor_area_share_pct = 0

[grt]
grt_overflow = 0
grt_pass1_vias = 521
grt_pass1_wl_um = 2201
grt_usage_pct = 4.110
antenna_found_initial = 0
grt_start_max_net_pins = 5

[sta]
rsz0062_at_grt = no
setup_viol = 0
finalMaxSlewViolations = 0
setup_ws_ns = 0.4132
finalClockPeriodUsage_pct = 89.67
setup_tns_ns = 0
fmax_mhz = 278.8
slew-limit-headroom_pct = 82.39
worst_pin_slew_ns = 0.2621
timing.final.crit_period_ns = 3.587
finalHoldViolCount = 0

[pwr]
ir_drop_v = 0.00002917
p_switching_mw = 0.02651
p_int_mw = 0.04852
p_leak_nw = 0.4051
p_seq_share_pct = 0
total_power_mw = 0.07504
comb_power_share_pct = 100.0
switching_share_pct = 35.33
power.density_mw_per_mm2 = 89.78
pwr-share-clk_pct = 0

[floorplanning]
ios = 34
rows = 21
core_sq_mm = 0.003416
die_x_um = 80
die_h_um = 80
fp_util_pct = 12.82
die-area_sq_mm = 0.006400

[clocking]
cts-resized-gates = 0
cts_setup_buffers = 0
cts_hold_buf = 0

[placement]
gp_congestion = 0.6950
dp_slack_ns = 0.3799
dp_hpwl_um = 1244
portBuffers = 34
place_inst = 140

[job]
maxCapViolCount = 0
warning_count = 32

[min_path]
hold_end = prediction[1]
holdPathStages = 6
worstHoldStart = workload1[15]
hp-class = in -> out

[critical_path]
worstPathArrival_ns = 2.79
end_kind = output port
worstPathRequired_ns = 3.20
worstSetupPathType = in -> out
start_kind = input pin
cp_max_fo = 4

[run_status]
outcome = finished, final reports clean
==> worst max path at each step <==
stage,slack (ns),start,to
after CTS,0.37,workload1[14],prediction[0]
after global routing,0.20,workload1[14],prediction[0]
final,0.41,workload1[14],prediction[0]
==> worst max-delay path, stage by stage <==
cell and delay [ns]:
clkdlybuf4s50_1 0.46, inv_1 0.04, ha_1 0.30, a21oi_1 0.15, nand2_1 0.08, a221oi_2 0.32
a22o_1 0.17, clkdlybuf4s50_1 0.48
==> layer usage <==
| metal | GRT usage [%] | vias up |
|---|---|---|
| met5 | 0 | - |
| met4 | 0 | 0 |
| met3 | 1.705 | 0 |
| met2 | 6.661 | 21 |
| met1 | 5.274 | 184 |
| li1 | - | 276 |
==> power by group through the flow <==
stage | logic [mW] | registers [mW] | clock network (mW)
final | 0.0750 | 0 | 0
after CTS | 0.0768 | 0 | 0
after global routing | 0.0868 | 0 | 0
==> logic make-up (layout without fill, tap and decap cells) <==
group / count (synthesis) / after routing
buffers and inverters: 17 / 51
adder cells (fa/ha/maj): 16 / 16
AND/OR/NAND/NOR: 14 / 14
AND-OR/OR-AND: 13 / 13
==> layout by cell type (no fill, tap or decap) <==
cell type         n
o221ai_1          1
a21oi_1           6
clkdlybuf4s50_1  34
nand3_1           1
and4_2            1
ha_1             16
nand4_2           1
nor3_1            1
nand4_1           1
inv_1            17
o21ai_1           1
a22o_1            1
nor3_2            1
a211oi_2          1
o31ai_1           1
nand2_1           7
a221oi_2          1
o21ai_0           1
nand2b_1          1
==> Yosys cell counts <==
master / n / area share (%)
nand2b_1: 1 / 1.4
o221ai_1: 1 / 2.0
nor3_2: 1 / 2.3
a22o_1: 1 / 2.0
nand3_1: 1 / 1.1
nor3_1: 1 / 1.1
o31ai_1: 1 / 1.7
nand4_2: 1 / 2.9
ha_1: 16 / 46
a21oi_1: 6 / 6.9
a221oi_2: 1 / 3.4
nand2_1: 7 / 6.0
inv_1: 17 / 15
and4_2: 1 / 2.3
nand4_1: 1 / 1.4
o21ai_0: 1 / 1.1
o21ai_1: 1 / 1.1
a211oi_2: 1 / 2.9
==> final cells by class <==
class | instances | area [sq um]
fill | 380 | 2580
multi-input combinational | 43 | 374.1
timing repair buffer | 34 | 340.3
inverter | 17 | 63.81
tap | 46 | 57.56
==> stage by stage <==
stage          hold slack (ns)  cell area [sq um]
6_report                 2.761              835.8
5_1_grt                  2.845              835.8
4_1_cts                  2.785              835.8
3_5_place_dp             2.782              835.8
3_3_place_gp             2.800              835.8
2_1_floorplan            1.802              437.9
Power is estimated from default activity; no workload was simulated.
